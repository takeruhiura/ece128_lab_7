`design/flow/config.mk`:
```
export PLATFORM = sky130hd
export DESIGN_NAME = top_module
export DESIGN_NICKNAME = top_module
export VERILOG_FILES = /design/flow/design.v
export SDC_FILE = /design/flow/constraint.sdc
export NUM_CORES = 4
export LEC_CHECK = 1
export CORE_UTILIZATION = 50
export SYNTH_HDL_FRONTEND = slang
```
`design/flow/constraint.sdc`:
```
current_design top_module

set clk_period 6.0
set clk_io_pct 0.2

create_clock -name clk0 -period $clk_period [get_ports {mclk}]

set non_clock_inputs [all_inputs -no_clocks]
set_input_delay [expr $clk_period * $clk_io_pct] -clock clk0 $non_clock_inputs
set_output_delay [expr $clk_period * $clk_io_pct] -clock clk0 [all_outputs]
```
`design/flow/design.v`:
```
`timescale 1ns / 1ps
module anode_generator(clk,bcd_in,seg_anode,bcd_out
);
    input clk;
    input [15:0] bcd_in;
    output reg [3:0] seg_anode;
    output reg [6:0] bcd_out;
    reg [9:0] g_count=0;
    reg [3:0] anode = 4'b1110;
    always @(posedge clk)
        begin
        g_count <= g_count + 1;
        if (g_count == 1023) begin
            g_count <= 0;
            anode <= {anode[0], anode[3:1]};
        end
        seg_anode <= anode;
        case(anode)
            4'b1110: bcd_out <= bcd_in[3:0];
            4'b1101: bcd_out <= bcd_in[7:4];
            4'b1011: bcd_out <= bcd_in[11:8];
            4'b0111: bcd_out <= bcd_in[15:12];
            default: bcd_out <= 4'b1111;
        endcase
    end
    initial begin
        seg_anode=4'b1110;
    end
endmodule
`timescale 1ns / 1ps
module clock_divider(clock_in,clock_out);
input clock_in;
output reg clock_out = 1'b0;
reg[26:0] counter=27'd0;
 always @(posedge clock_in) begin
 counter <= counter + 1;
 if (counter == 27'd10000000) begin
 clock_out <= ~clock_out;
 counter <= 0;
 end
 end
 endmodule
`timescale 1ns / 1ps
module double_dabble(
input clk,
input en,
input [11:0] bin_d_in,
output [15:0] bcd_d_out,
output rdy
    );
    parameter IDLE=3'b000;
    parameter SETUP=3'b001;
    parameter ADD=3'b010;
    parameter SHIFT=3'b011;
    parameter DONE=3'b100;
    reg [27:0] bcd_data=0;
    reg [2:0] state=0;
    reg busy=0;
    reg [3:0] sh_counter=0;
    reg [1:0] add_counter=0;
    reg result_rdy=0;
    always @(posedge clk)
        begin
        case(state)
            IDLE:
                begin
                    result_rdy<=0;
                    busy<=0;
                    if(en == 1)
                        state<= SETUP;
                end
            SETUP:
                begin
                busy<=1;
                bcd_data <= {16'b0, bin_d_in};  
                sh_counter <= 0;
                add_counter <= 0;
                state<=ADD;
                end
            ADD:
                begin
                case(add_counter)
                    0:
                        begin
                            if(bcd_data[15:12] >= 5)
                                bcd_data[15:12] <= bcd_data[15:12] + 3;
                            add_counter <= add_counter + 1;
                        end
                    1:
                        begin
                            if(bcd_data[19:16] >= 5)
                                bcd_data[19:16] <= bcd_data[19:16] + 3;
                            add_counter <= add_counter + 1;
                        end
                    2:
                        begin
                            if(bcd_data[23:20] >= 5)
                                bcd_data[23:20] <= bcd_data[23:20] + 3;
                            add_counter <= add_counter + 1;
                        end
                    3:
                        begin
                            if(bcd_data[27:24] >= 5)
                                bcd_data[27:24] <= bcd_data[27:24] + 3;
                            add_counter <= 0;
                            state <= SHIFT;
                        end
                    endcase
                end
            SHIFT:
                begin
                sh_counter<=sh_counter+1;
                bcd_data<=bcd_data<<1;
                if(sh_counter >= 11)
                    begin
                        state<=DONE;
                        result_rdy<=1;
                    end
                else
                    begin
                        state<=ADD;
                    end
                end
            DONE:
                begin
                result_rdy<=1;
                state<=IDLE;
                end
            default:
                begin
                state<=IDLE;
                end
            endcase
        end
    assign bcd_d_out=bcd_data[27:12];
    assign rdy=result_rdy;
endmodule
`timescale 1ns / 1ps
module multiseg_driver(
input clk,
input [15:0] bcd_in,
output [3:0] seg_anode,
output [6:0] seg_cathode
);
wire [3:0] bcd_val;
anode_generator AG(.clk(clk),.bcd_in(bcd_in),.seg_anode(seg_anode),.bcd_out(bcd_val));
seven_seg_decoder SSD(.data_in(bcd_val),.seg(seg_cathode));
endmodule;
`timescale 1ns / 1ps
module seven_seg_decoder(
input [3:0] data_in,
output reg [6:0] seg
    );
always @*
    begin
    case (data_in)
    0:seg=7'b1000000;
    1:seg=7'b1111001;
    2:seg=7'b0100100;
    3:seg=7'b0110000;
    4:seg=7'b0011001;
    5:seg=7'b0010010;
    6:seg=7'b0000010;
    7:seg=7'b1111000;
    8:seg=7'b0000000;
    9:seg=7'b0010000;
    default: seg=7'b1111111;
    endcase
    end
endmodule
`timescale 1ns / 1ps
module top_module(
    input mclk,
    output [6:0] seg,
    output [3:0] an);
    reg [15:0] stat_bcd = 16'b0;
    wire en;
    wire [11:0] bin_d_in;
    wire [15:0] bcd_d_out;
    wire rdy;
    wire clock_out;
    clock_divider uut4(.clock_in(mclk), .clock_out(clock_out));
    up_counter uut1(.clk(clock_out), .done(en), .bin_cnt(bin_d_in));
    double_dabble uut2(.clk(mclk), .en(en), .bin_d_in(bin_d_in), .bcd_d_out(bcd_d_out), .rdy(rdy));
    multiseg_driver uut3(.clk(mclk), .bcd_in(stat_bcd), .seg_anode(an), .seg_cathode(seg));
    always @(posedge mclk)
        begin
            if (rdy)
                begin
                    stat_bcd <= bcd_d_out;
                end
        end
endmodule
`timescale 1ns / 1ps
module up_counter(
    input clk,
    output done,
    output [11:0] bin_cnt);
    parameter c_reg_size = 12;
    reg [c_reg_size-1:0] count = 0;
    reg fin = 0;
    always @(posedge clk)
        begin
            count <= count + 1;
                    fin <= 1;
        end
    assign bin_cnt = count;  
    assign done = fin;
endmodule
```
`design/flow/run.sh`:
```
#!/bin/bash
# OpenROAD 26Q1-2900-gdf79404cd8, Yosys 0.63+post, stock flow scripts
make -C /OpenROAD-flow-scripts/flow DESIGN_CONFIG=/design/flow/config.mk WORK_HOME=/design/flow/orfs finish
```
==> impl_metrics.py <==
# Flow results
metrics = {
    "global_route": {
        "grtUsageMet1_pct": 27.4,
        "grt_util_met2_pct": 27.1,
        "grt_pass1_wl_microns": 13400,
        "busiest_layer": "met1",
        "gr-total-overflow": 0,
        "grt_pass1_vias": 2903,
        "grt_max_degree": 21,
        "antenna_found_initial": 0,
        "grt_use_total_pct": 17.1,
        "use_met3_pct": 3.35,
    },
    "logic_synthesis": {
        "ys_seq_share_pct": 57.9,
        "async_flop_share_pct": 0,
        "ys_top_cells_by_area": "edfxtp_1, dfxtp_1, xnor2_1",
        "edf_count": 59,
        "ys_chip_area_sq_um": 5130,
        "ys_ff": 119,
        "synth.top_cell.area_share_pct": 34.5,
        "synth_top_cell_by_count": "nand2_1",
        "ys_types": 45,
        "yosysTopAreaCell": "edfxtp_1",
        "synth_cells": 469,
        "netlist_area_sq_um": 5130,
        "common_cells": "nand2_1, dfxtp_1, edfxtp_1",
        "yosys_warnings": 0,
        "syn_area_per_cell_sq_um": 10.9,
        "yosys_most_used_dff": "dfxtp_1",
        "yosys_cells": 469,
    },
    "floorplanning": {
        "dieArea_sq_um": 10700,
        "fp.dieW_microns": 103,
        "ios": 12,
        "die_h_microns": 103,
        "initial_core_util_pct": 52.0,
        "core_sq_um": 9860,
        "rows": 36,
    },
    "worst_setup_path": {
        "critPathArrivalTime_ns": 2.62,
        "critPathTopFamily": "simple AND/OR/NAND/NOR gates",
        "worstPathCellList": "or4b_1 > or4_4 > nor4_4 > or4_2 > nand2_1",
        "critPathLaunchType": "flip-flop",
        "path_class": "flip-flop to flip-flop",
        "path_buffers": 0,
        "slowest_stage": "nor4_4",
        "slowest_delay_ns": 0.67,
        "cp.required_ns": 6.26,
        "crit_path_end_kind": "flip-flop",
        "critPathMaxFanout": 13,
    },
    "detailed_routing": {
        "drt_iter0_markers": 114,
        "via_per_inst": 5.15,
        "wirelength_microns": 7910,
        "vias": 3189,
        "first_pass_iters": 4,
        "ant_nets": 0,
        "drc": 0,
        "antenna_cells": 0,
        "wl_per_cell_microns": 12.8,
    },
    "power": {
        "powerDensity_nw_per_um2": 210,
        "p_switching_w": 0.000244,
        "power_frac_seq_pct": 65.8,
        "p_sw_share_pct": 21.0,
        "combPwrFrac_pct": 0,
        "clockPowerShare_pct": 34.2,
        "ir_drop_v": 0.000142,
        "leakagePower_nw": 2.20,
        "intPower_w": 0.000918,
    },
    "timing": {
        "fin_crit_ns": 2.37,
        "worstMarginPinSlew_ns": 0.723,
        "hold_viol": 0,
        "post-route-period-util_pct": 39.4,
        "unclocked_pins": 12,
        "rsz0062_at_grt": "false",
        "fmax_ghz": 0.423,
        "skew_ns": 0.00990,
        "slew_headroom_pct": 51.5,
        "fin_ws_ns": 3.63,
        "tns_ns": 0,
        "untimed_endpoints": 12,
        "setup_viol": 0,
        "finalMaxSlewViolations": 0,
    },
    "placed_design": {
        "place.gp.congestion": 0.823,
        "numPortBuffers": 11,
        "place_hpwl_microns": 5610,
        "pre_cts_ws_ns": 3.64,
        "placed_cell_area_sq_um": 5370,
    },
    "clock_tree": {
        "htree_levels": 3,
        "hold_buffers": 0,
        "clockRootBuffer": "clkbuf_8",
        "clock_latency_ns": 0.36,
        "cts_made_buffers": 9,
        "clock_path_buffers": 2,
        "clk_pin_slew_ns": 0.10,
        "cts_tree": "built",
        "ctsResizeCount": 0,
        "postCtsSetupBuffers": 0,
    },
    "layout": {
        "design_area_sq_um": 5540,
        "layout-drive-gt1-share_pct": 6.17,
        "syn_to_final_growth_pct": 7.97,
    },
    "job": {
        "drv_cap": 0,
        "warning_count": 35,
    },
    "status": {
        "status": "complete, no violations",
    },
    "worst_hold_path": {
        "hold_path.class": "flip-flop to flip-flop",
    },
}
[cell usage in the layout (no fill, tap or decap), types with 11 or more instances in the layout]
master,n
edfxtp_1,59
nor2_1,34
o21ai_0,20
clkdlybuf4s50_1,11
o22ai_1,12
inv_1,20
nand2_1,68
o22a_1,11
dfxtp_1,60
xor2_1,20
nand3_1,22
ha_1,20
xnor2_1,30
[worst reg2reg max path, delay by kind of cell (launching register included)]
family | cells | cell delay (ns)
simple gates | 5 | 1.89
flops | 1 | 0.37
[metrics by stage]
| stage | total power (W) | instances | hold slack, ns | utilization (%) |
|---|---|---|---|---|
| final | 0.00116 | 619 | 0.466 | 56.2 |
| after global routing | 0.00121 | 619 | 0.485 | 56.2 |
| after CTS | 0.00118 | 619 | 0.471 | 56.2 |
| after detailed placement | 0.000781 | 603 | 0.452 | 54.4 |
| after global placement | 0.000781 | 603 | 0.445 | 54.4 |
| after floorplan | 0.000781 | 469 | 0.363 | - |
[path summary, 6_finish.rpt]
path / start / to / slack [ns] / depth (start not counted)
max: uut4.counter[13] / uut4.counter[21] / 3.63 / 5
min: uut3.AG.g_count[4] / uut3.AG.g_count[4] / 0.47 / 1
min reg2reg: uut3.AG.g_count[4] / uut3.AG.g_count[4] / 0.47 / 1
max reg2reg: uut4.counter[13] / uut4.counter[21] / 3.63 / 5
[layer usage]
metal | part of all wire [%] | wire (microns)
met1 | 51 | 4000
met3 | 2.6 | 202
met4 | 1.3 | 106
met5 | 0 | 0
met2 | 45 | 3600
[power groups by stage]
stage / Clock, W / Combinational (W) / Sequential, W
CTS: 0.000412 / 0.000000000941 / 0.000764
global route: 0.000442 / 0.000000000941 / 0.000764
finish: 0.000398 / 0.000000000941 / 0.000764
[logic make-up after synthesis]
family	count (synthesis)	synth area share [%]
AND-OR/OR-AND	66	8.46
XOR/XNOR	50	8.53
adder cells (fa/ha/maj)	20	4.88
buffers and inverters	32	2.56
flip-flops	119	57.9
AND/OR/NAND/NOR	182	17.6
[sequential cells by signal, indices dropped and copies added (netlist names), 2 cells and up]
register,flops
uut2.bcd_data,28
uut4.counter,27
stat_bcd,16
uut1.bin_cnt,12
uut3.AG.g_count,10
uut3.SSD.seg,7
uut2.sh_counter,4
uut3.AG.anode,4
uut3.AG.seg_anode,4
uut2.state,3
uut2.add_counter,2
[cell type report]
cell class	count	area [sq um]
clock buffer	9	124
clock inverter	7	50.0
fill	818	4320
inverter	20	75.1
multi-input combinational	318	2030
sequential	119	2970
tap	133	166
timing repair buffer	13	125
Power is estimated from default activity; no workload was simulated.
